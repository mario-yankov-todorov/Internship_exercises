$ cat design/flow/design.v
module button_counter
    (
        input                           clk             ,    
        input                           rst             ,    
        input                           btn             ,    
        output      [8      -1:0]       button_counter       
    );
    reg         [2      -1:0]       state                                 ;
    reg         [8      -1:0]       counter_output     =  8'b 00000000    ;
    assign  button_counter       =   counter_output                       ;
    parameter   state_0     =   2'b     00      ;
    parameter   state_1     =   2'b     01      ;
    parameter   state_2     =   2'b     10      ;
        always  @   (posedge clk)
            if (rst == 1) begin
                state               =   state_0            ;
                counter_output      =         0            ;    
            end
            else
                case (state)
                    state_0:
                        if (btn  ==  1) begin
                            state           =  state_1              ;
                            counter_output  =  counter_output + 1   ;
                        end else begin 
                            state    =  state_0         ;
                        end                  
                    state_1: begin
                            state    =  state_2         ;
                    end
                    state_2:
                        if (btn == 1)  begin
                            state    =  state_2         ;
                        end  else  begin
                            state    =  state_0         ;
                        end
                endcase
endmodule
module memory_driver
    (
        input                               clk                 ,
        input                               rst                 , 
        input          [32      -1:0]       concatenated        ,
        input                               wr_en               ,
        input                               rd_en               ,
        output reg     [32      -1:0]       concatenated_out    ,
        output                              empty               ,
        output                              full                           		  		  
    );
    shift_register    shift_reg
    (   
            .clk                (clk)  		        ,	  
            .rst                (rst)               ,
            .button_counter     (button_counter)    ,
            .concatenated       (concatenated)      
    );
        reg             [4      -1:0]       fifo_counter    = 7'b 0000000 ;
        reg             [6      -1:0]       wr_pointer      = 6'b 000000  ;
        reg             [6      -1:0]       rd_pointer      = 6'b 000000  ;
        reg            [32      -1:0]       fifo_ram    [0:63]            ;
        assign  empty           =   (fifo_counter   ==   0)               ;
        assign  full            =   (fifo_counter   ==  64)               ;
    always  @   (posedge clk)   begin:  write
        if      (wr_en == 1  &&  full != 1)
            fifo_ram [wr_pointer]   <=  concatenated                    ;
        else if (wr_en == 1  &&  rd_en == 1)
            fifo_ram [wr_pointer]   <=  concatenated                    ;
    end 
    always  @   (posedge clk )   begin:  read
        if      (rd_en == 1  &&  empty != 1)
            concatenated_out    <=  fifo_ram [rd_pointer]               ;
        else if (wr_en == 1  &&  rd_en == 1)
            concatenated_out    <=  fifo_ram [rd_pointer]               ;
    end
    always  @   (posedge clk) begin: pointer
        if (rst == 1) begin  
            wr_pointer  <=  0;  
            rd_pointer  <=  0;  
        end
        else  begin
            if ( 
                    (wr_en == 1  &&  full  == 0)  ||  
                    (wr_en == 1  &&  rd_en == 1) 
                ) 
                wr_pointer  <=  wr_pointer + 1                          ;
            else
                wr_pointer  <=  wr_pointer                              ;
            if ( 
                    (rd_en == 1  &&  empty == 0)  ||  
                    (wr_en == 1  &&  rd_en  == 1) 
                ) 
                rd_pointer  <=  rd_pointer + 1                          ;
            else  
                rd_pointer  <=  rd_pointer                              ;
        end
    end
    always  @   (posedge clk) begin: count
        if (rst == 1)  fifo_counter <= 0; 
        else begin 
            case ({wr_en,rd_en})
                2'b     00  :   fifo_counter    <=    fifo_counter ;    
                2'b     01  :   if (fifo_counter  ==  0)
                                fifo_counter    <=    0                    ;
                                else
                                fifo_counter    <=    fifo_counter  -  1   ;
                2'b     10  :   if (fifo_counter  ==  8)
                                fifo_counter    <=    8                    ;
                                else
                                fifo_counter    <=    fifo_counter  +  1   ;
                2'b     11  :   fifo_counter    <=    fifo_counter         ;
            endcase
        end                            
    end 
endmodule
module shift_register
    (
        input                           clk             ,    
        input                           rst             ,    
        input       [8      -1:0]       button_counter  ,      
        output     [32      -1:0]       concatenated         
    );
    button_counter    btn_ctr
    (   
            .clk                (clk)  		        ,	  
            .rst                (rst)               ,
            .button_counter     (button_counter)    
    );	 
    reg         [8      -1:0]       button_counter_1                ;
    reg         [8      -1:0]       button_counter_2                ;
    reg         [8      -1:0]       button_counter_3                ;
    reg         [8      -1:0]       button_counter_4                ;
    reg         [2      -1:0]       button_counter_number = 2'b 00  ;
    reg        [32      -1:0]       concatenated_output             ;
    reg                             valid_fifo_reg                  ;
    assign      concatenated    =   concatenated_output     ;
        always  @   (posedge clk)
            if (rst == 1) begin
                button_counter_number   =   0   ;
                concatenated_output     =   0   ;
            end
            else 
                case (button_counter_number)
                    00: begin
                        button_counter_number  <= button_counter_number + 1;
                        button_counter_1       <= button_counter           ;        
                    end
                    011: begin
                        button_counter_number  <= button_counter_number + 1;
                        button_counter_2       <= button_counter           ;                          
                    end
                    10: begin
                        button_counter_number  <= button_counter_number + 1;
                        button_counter_3       <= button_counter           ;                          
                    end
                    11:begin
                        button_counter_number  <= button_counter_number + 1;
                        button_counter_4       <= button_counter           ;
                        concatenated_output    <=   {
                                                        button_counter_1,
                                                        button_counter_2,
                                                        button_counter_3,
                                                        button_counter_4
                                                    };
                    end
                endcase
endmodule
$ cat design/flow/run.sh
#!/bin/bash
# OpenROAD 26Q1-2900-gdf79404cd8, Yosys 0.63+post, stock flow scripts
make -C /OpenROAD-flow-scripts/flow DESIGN_CONFIG=/design/flow/config.mk WORK_HOME=/design/flow/orfs finish
$ cat design/flow/config.mk
export PLATFORM = sky130hd
export DESIGN_NAME = memory_driver
export DESIGN_NICKNAME = memory_driver
export VERILOG_FILES = /design/flow/design.v
export SDC_FILE = /design/flow/constraint.sdc
export NUM_CORES = 4
export LEC_CHECK = 1
export CORE_AREA = 10 10 70 70
export DIE_AREA = 0 0 80 80
$ cat design/flow/constraint.sdc
current_design memory_driver

set clk_period 1.6
set clk_io_pct 0.2

create_clock -name clk0 -period $clk_period [get_ports {clk}]

set non_clock_inputs [all_inputs -no_clocks]
set_input_delay [expr $clk_period * $clk_io_pct] -clock clk0 $non_clock_inputs
set_output_delay [expr $clk_period * $clk_io_pct] -clock clk0 [all_outputs]
==> run summary <==
Halt Stage: 1_2_yosys
#FFs+latches synth: 4
Cell count listed in synth_stat.txt: 108
Top cell area share: 58.9%
YS chip area: 841 um2
Yosys warns: 5
Biggest area cells: buf_4 (59%), dfxtp_1 (9.5%), ha_1 (4.5%)
Area leader, netlist: buf_4
Yosys cell types: 27
Post-synth seq share: 9.52%
Status: stopped before the end
First Error: ERROR: Found 32 problems in 'check -assert'.
## cells in the mapped netlist
cell and count:
dfxtp_1 4, inv_1 4, a211o_1 1, and2b_1 2
o21ai_0 2, nor4bb_1 1, nor2_1 2, mux2i_1 1
nand2_1 1, a21oi_1 2, o41ai_1 1, buf_4 66
a31oi_1 1, a311oi_1 1, nor3b_1 1, o211ai_1 1
nand4b_1 1, or3_1 1, nand3b_1 2, buf_2 2
nor3_1 1, ha_1 3, nor3_2 1, a221oi_2 1
nand4_1 1, conb_1 1, nor2b_1 3
## logic make-up after synthesis
logic type      Yosys count  synth area share, %
simple gates             17                 13.5
other cells               1                0.446
buf+inv                  72                 61.9
mux                       1                 1.19
fa+ha+maj                 3                 4.46
compound gates           10                 8.93
flops                     4                 9.52

## config.mk

```make
export PLATFORM = sky130hd
export DESIGN_NAME = fifo
export DESIGN_NICKNAME = fifo
export VERILOG_FILES = /design/flow/design.v
export SDC_FILE = /design/flow/constraint.sdc
export NUM_CORES = 4
export LEC_CHECK = 1
export CORE_UTILIZATION = 40
```

## constraint.sdc

```tcl
current_design fifo

set clk_period 7.8
set clk_io_pct 0.2

create_clock -name clk0 -period $clk_period [get_ports {clk}]

set non_clock_inputs [all_inputs -no_clocks]
set_input_delay [expr $clk_period * $clk_io_pct] -clock clk0 $non_clock_inputs
set_output_delay [expr $clk_period * $clk_io_pct] -clock clk0 [all_outputs]
```

## design.v

```verilog
`timescale 1ns/100ps
module fifo
    (
        input                               clk                 ,
        input                               rst                 , 
        input          [32      -1:0]       data_in             ,
        input                               wr_en               ,
        input                               rd_en               ,   
        output reg     [32      -1:0]       data_out            ,
        output                              empty               ,
        output                              full                ,
        output          [4      -1:0]       fifo_count          ,
        output          [3      -1:0]       wr_ptr              ,
        output          [3      -1:0]       rd_ptr              ,
        output          [8      -1:0]       fifo_ram_0          ,
        output          [8      -1:0]       fifo_ram_1          ,
        output          [8      -1:0]       fifo_ram_2          ,
        output          [8      -1:0]       fifo_ram_3          ,
        output          [8      -1:0]       fifo_ram_4          ,
        output          [8      -1:0]       fifo_ram_5          ,
        output          [8      -1:0]       fifo_ram_6          ,
        output          [8      -1:0]       fifo_ram_7          
    );
        reg             [4      -1:0]       fifo_counter    =   4'b 0000   ;
        reg             [3      -1:0]       wr_pointer      =   3'b 000   ;
        reg             [3      -1:0]       rd_pointer      =   3'b 000   ;
        reg            [32      -1:0]       fifo_ram            [0:7]   ;
        assign  empty           =   (fifo_counter   ==  0)                  ;
        assign  full            =   (fifo_counter   ==  8)                  ;
        assign  fifo_count      =   fifo_counter                            ;
        assign  wr_ptr          =   wr_pointer                              ;
        assign  rd_ptr          =   rd_pointer                              ;
        assign  fifo_ram_0          =   fifo_ram[0]                         ;
        assign  fifo_ram_1          =   fifo_ram[1]                         ;
        assign  fifo_ram_2          =   fifo_ram[2]                         ;
        assign  fifo_ram_3          =   fifo_ram[3]                         ;
        assign  fifo_ram_4          =   fifo_ram[4]                         ;
        assign  fifo_ram_5          =   fifo_ram[5]                         ;
        assign  fifo_ram_6          =   fifo_ram[6]                         ;
        assign  fifo_ram_7          =   fifo_ram[7]                         ;
    always  @   (posedge clk)   begin:  write
        if      (wr_en == 1  &&  full != 1)
            fifo_ram [wr_pointer]   <=  data_in                         ;
        else if (wr_en == 1  &&  rd_en == 1)
            fifo_ram [wr_pointer]   <=  data_in                         ;
    end 
    always  @   (posedge clk )   begin:  read
        if      (rd_en == 1  &&  empty != 1)
            data_out    <=  fifo_ram [rd_pointer]                       ;
        else if (wr_en == 1  &&  rd_en == 1)
            data_out    <=  fifo_ram [rd_pointer]                       ;
    end
    always  @   (posedge clk) begin: pointer
        if (rst == 1) begin  
            wr_pointer  <=  0;  
            rd_pointer  <=  0;  
        end
        else  begin
            if ( (wr_en == 1  &&  full  == 0)  ||  (wr_en == 1  &&  rd_en  == 1) ) 
                wr_pointer  <=  wr_pointer + 1                          ;
            else
                wr_pointer  <=  wr_pointer                              ;
            if ( (rd_en == 1  &&  empty == 0)  ||  (wr_en == 1  &&  rd_en  == 1) ) 
                rd_pointer  <=  rd_pointer + 1                          ;
            else  
                rd_pointer  <=  rd_pointer                              ;
        end
    end
    always  @   (posedge clk) begin: count
        if (rst == 1)  fifo_counter <= 0; 
        else begin 
            case ({wr_en,rd_en})
                2'b     00  :   fifo_counter    <=    fifo_counter ;    
                2'b     01  :   if (fifo_counter  ==  0)
                                fifo_counter    <=    0                    ;
                                else
                                fifo_counter    <=    fifo_counter  -  1   ;
                2'b     10  :   if (fifo_counter  ==  8)
                                fifo_counter    <=    8                    ;
                                else
                                fifo_counter    <=    fifo_counter  +  1   ;
                2'b     11  :   fifo_counter    <=    fifo_counter         ;
            endcase
        end                            
    end 
endmodule
```

## run.sh

```bash
#!/bin/bash
# OpenROAD 26Q1-2900-gdf79404cd8, Yosys 0.63+post, stock flow scripts
make -C /OpenROAD-flow-scripts/flow DESIGN_CONFIG=/design/flow/config.mk WORK_HOME=/design/flow/orfs finish
```

==> results.ini <==
[job]
maxCapViolations=0
tool_warnings=27

[clock_tree]
cts-root-buf=clkbuf_16
clk_latency_ns=0.54
numCtsBuffers=29
ctsHoldBuffers=0
cts_setup_buffers=0
clock-sinks=298
htreeDepth=1
clk_pin_slew_ns=0.06
cts_buffer_depth=3
cts_tree=built
ctsResizeCount=0

[yosys]
syn_inst=559
syn_avg_cell_area_um2=21.14
ys_ff=298
edf_count=288
ys_types=38
ys_area_mm2=0.01182
flop_cell=edfxtp_1
yosys_warnings=1
ys_cells=559
synth_area_mm2=0.01182
synthArstFlopShare_pct=0
ys_seq_share_pct=74.88

[placement]
place_congestion=0.7963
dp.cells=1016
place_ws_ns=3.958
port_buffers=143
dp_hpwl_um=12810
placed_cell_area_mm2=0.01330

[sta]
fin_tns_setup_ns=0
worst_pin_slew_ns=0.7886
rsz0062_at_grt=false
clock.fmax_mhz=264.8
skew_ns=0.01392
layout_setup_ws_ns=4.024
slew_headroom_pct=47.43
fin_crit_sh_pct=48.41
final.min_clock_period_ns=3.776
finalHoldViolCount=0
setup_viol=0
final_max_slew_viol_count=0

[power_and_ir_drop]
ir_drop_v=0.0001487
power.switching_w=0.0007709
pwr-share-comb_pct=10.8
intPower_w=0.002997
clkPwrFrac_pct=38.0
swShare_pct=20.46
power_leakage_nw=4.552
power.share.sequential_pct=51.2
pwr_density_cell_mw_per_mm2=263.6

[grt]
grt_pass1_vias=6006
overflow=0
grt_use_total_pct=16.11
grt_pass1_wl_um=33730
antenna_found_initial=1
grt_max_degree=39

[die]
fp.dieArea_mm2=0.03024
core.rowCount=62
core_util_floorplan_pct=40.95
die_w_um=173.9
ios=144
die_h_um=173.9
core_mm2=0.02886

[cells_and_area]
postLayoutCellArea_mm2=0.01430
fin_cells=1069
syn_to_final_growth_pct=20.98
drive_gt1_share_pct=23.80

[worst_hold_path]
worstHoldPathType=flop to flop
whs_path_depth=2
holdCritStartpoint=fifo_counter[0]

[drt]
antennaDiodeCount=0
viasPerCell=5.104
num_vias=5456
drc=0
wire_per_inst_um=20.48
drt_iter0_drc=367
finalWirelength_um=21900
firstDrtPassIters=4
ant_nets=0

[setup_path]
crit_path_max_fanout=8
endpoint_kind=output pin
crit_required_ns=6.24
worstRegToRegCells=3
startpoint=fifo_counter[0]
reg2reg_from=rd_pointer[0]
crit_type=flop to output pin
startpoint_type=flop
critical_path_arrival_ns=2.22
rrSetupSlack_ns=5.15

[run_status]
status=finished clean

## kinds of logic (layout without fill, tap and decap cells)
family | count (synthesis) | after routing | share of synthesized area [%]
AND-OR/OR-AND | 21 | 21 | 1.154
adder cells (fa/ha/maj) | 6 | 6 | 0.6352
buffers and inverters | 95 | 221 | 5.442
flip-flops | 298 | 298 | 74.88
multiplexers | 100 | 100 | 15.85
AND/OR/NAND/NOR | 39 | 39 | 2.044
## layer usage
metal / global-route usage, % / share of wire, % / up-vias
met5: 0 / 0.059 / -
met4: 2.924 / 2.3 / 2
met3: 9.060 / 12 / 43
met2: 25.15 / 50 / 342
met1: 21.20 / 36 / 2650
li1: - / - / 2419
## final timing paths
| kind | to |
|---|---|
| setup / recovery | empty |
| hold / removal | fifo_counter[0] |
| setup reg to reg | data_out[18] |
| hold reg to reg | fifo_counter[0] |
## power by group through the flow
| stage | clock, W | combinational [W] | sequential, W |
|---|---|---|---|
| 4_1_cts | 0.00147 | 0.000417 | 0.00193 |
| 5_1_grt | 0.00153 | 0.000441 | 0.00194 |
| 6_report | 0.00143 | 0.000406 | 0.00193 |
## worst max-delay path, stage by stage (launching register included)
cell and delay, ns:
dfxtp_1 0.38, inv_1 0.08, ha_1 0.30, nor3b_1 0.38, clkdlybuf4s50_1 0.54
## stage by stage
| step | total power, W | hold WS [ns] | util [%] |
|---|---|---|---|
| final | 0.003768 | 0.5814 | 49.54 |
| after global routing | 0.003909 | 0.6100 | 49.54 |
| after CTS | 0.003819 | 0.5780 | 49.54 |
| after detailed placement | 0.002378 | 0.5673 | 46.10 |
| after global placement | 0.002368 | 0.5442 | 46.10 |
| after floorplan | 0.002190 | 0.5132 | - |
## cell type report
cell class	count	area, um2
Fill cell	2300	14560
Sequential cell	298	8857
Multi-Input combinational cell	166	2374
Timing Repair Buffer	161	1567
Clock buffer	35	748.2
Tap cell	384	480.5
Clock inverter	18	245.2
Inverter	7	26.28
## flip-flops by register name, summed over array words and instances (netlist names)
register / flops
fifo_ram: 256
data_out: 32
fifo_counter: 4
rd_pointer: 3
wr_pointer: 3
## placed cells by master, fill, tap and decap left out, types with 7 or more instances in the layout
cell / synthesis / routed
buf_4: 64 / 18
clkbuf_16: 0 / 29
clkdlybuf4s50_1: 0 / 143
dfxtp_1: 10 / 7
edfxtp_1: 288 / 288
mux2_2: 33 / 33
mux4_1: 8 / 8
mux4_2: 56 / 56
## cells in the mapped netlist, types with 2 or more instances
master | instances | share of area [%]
inv_1 | 7 | 0.22
mux2i_1 | 3 | 0.25
edfxtp_1 | 288 | 73
clkbuf_1 | 11 | 0.35
dfxtp_1 | 10 | 1.7
mux4_1 | 8 | 1.8
nor3_1 | 5 | 0.21
a311oi_1 | 2 | 0.15
ha_1 | 6 | 0.64
mux2_2 | 33 | 3.1
nor2_1 | 5 | 0.16
buf_1 | 4 | 0.13
buf_2 | 4 | 0.17
or3_1 | 3 | 0.16
nor4b_1 | 2 | 0.15
a31oi_1 | 2 | 0.11
nor3b_1 | 2 | 0.13
nor4bb_1 | 2 | 0.17
nor2b_1 | 6 | 0.32
buf_6 | 4 | 0.38
o21ai_0 | 6 | 0.25
buf_4 | 64 | 4.1
nand2b_1 | 5 | 0.26
mux4_2 | 56 | 11
nand3b_1 | 3 | 0.19
nand2_1 | 2 | 0.064
a21oi_1 | 5 | 0.21
Power is estimated from default activity; no workload was simulated.

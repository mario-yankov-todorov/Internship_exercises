$ cat ./config.mk
export PLATFORM = sky130hd
export DESIGN_NAME = adder_with_feedback
export DESIGN_NICKNAME = adder_with_feedback
export VERILOG_FILES = /design/flow/design.v
export SDC_FILE = /design/flow/constraint.sdc
export NUM_CORES = 4
export LEC_CHECK = 1
export CORE_AREA = 10 10 80 80
export DIE_AREA = 0 0 90 90
$ cat ./constraint.sdc
current_design adder_with_feedback

set clk_period 7.3
set clk_io_pct 0.2

create_clock -name clk0 -period $clk_period [get_ports {clk}]

set non_clock_inputs [all_inputs -no_clocks]
set_input_delay [expr $clk_period * $clk_io_pct] -clock clk0 $non_clock_inputs
set_output_delay [expr $clk_period * $clk_io_pct] -clock clk0 [all_outputs]
$ cat ./design.v
module adder_with_feedback
     (
        input    [16    -1:0]    in        ,
        output   [16    -1:0]    out       ,
        input                    reset     , 
        input                    clk   
     );
    wire     [16    -1:0]    sum       ;
    reg      [16    -1:0]    reg_1     ;
    assign   out    = reg_1            ;
    assign   sum    = in + out         ;
    always   @    (posedge clk)
        begin
            if  (reset   == 1)
                reg_1    <= 0       ;
            else
                reg_1    <= sum     ;
        end
endmodule
$ cat ./run.sh
#!/bin/bash
# OpenROAD 26Q1-2900-gdf79404cd8, Yosys 0.63+post, stock flow scripts
make -C /OpenROAD-flow-scripts/flow DESIGN_CONFIG=/design/flow/config.mk WORK_HOME=/design/flow/orfs finish
==> metrics.txt <==
# HELP chip_impl_metric Metrics from one implementation run
# TYPE chip_impl_metric gauge
chip_impl_metric{name="cts-hold-fix-buffers",unit=""} 0
chip_impl_metric{name="placeableCoreArea",unit="sq um"} 4720
chip_impl_metric{name="power_per_cell_area",unit="nW/um^2"} 355
chip_impl_metric{name="rel_slew_slack",unit="%"} 44.5
chip_impl_metric{name="clkSlewWorstSetupHoldPaths",unit="ps"} 70
chip_impl_info{name="clock-root-buffer",value="clkbuf_8"} 1
chip_impl_metric{name="design.portCount",unit=""} 34
chip_impl_metric{name="critical-path-max-stage-delay",unit="ps"} 400
chip_impl_metric{name="floorplan.die.width",unit="microns"} 90
chip_impl_metric{name="worst_ep_required_time",unit="ps"} 7450
chip_impl_info{name="tritoncts_clock_tree",value="yes"} 1
chip_impl_info{name="cp_cell_sequence",value="clkdlybuf4s50_1 > ha_1 > fa_1 > a21o_2 > a311oi_2 > nor2_2 > a311oi_2 > mux2_1"} 1
chip_impl_metric{name="n_antenna_cell",unit=""} 0
chip_impl_metric{name="grt_first_pass_wirelength",unit="mm"} 4.93
chip_impl_metric{name="antenna_violations_before_repair",unit=""} 0
chip_impl_metric{name="synthDistinctLibCells",unit=""} 37
chip_impl_metric{name="ir_drop",unit="uV"} 122
chip_impl_metric{name="gp_congestion",unit=""} 0.794
chip_impl_metric{name="clkLatencyLatePin",unit="ps"} 250
chip_impl_metric{name="detail_route.wirelength",unit="mm"} 2.77
chip_impl_info{name="biggestRegsByFlops",value="reg_1 (16)"} 1
chip_impl_info{name="category_of_the_worst_setup_path_launch_point",value="input pin"} 1
chip_impl_metric{name="detailedPlacementHpwl",unit="mm"} 2.19
chip_impl_metric{name="cap_violations",unit=""} 0
chip_impl_metric{name="chip_footprint",unit="sq um"} 8100
chip_impl_metric{name="largest_register_ffs",unit=""} 16
chip_impl_info{name="worst_path_max_delay_cell",value="clkdlybuf4s50_1"} 1
chip_impl_info{name="ys.flop_type",value="dfxtp_1"} 1
chip_impl_metric{name="yosys_stat_chip_area",unit="sq um"} 1160
chip_impl_metric{name="pin_count_of_the_biggest_net_entering_global_routing",unit=""} 23
chip_impl_metric{name="leakage",unit="nW"} 0.696
chip_impl_info{name="run_status",value="finished clean"} 1
chip_impl_metric{name="clockBufferDepth",unit=""} 2
chip_impl_metric{name="placed_cell_area",unit="sq um"} 1560
chip_impl_metric{name="synth.avg_cell_area",unit="sq um"} 9.07
chip_impl_metric{name="final_cell_area",unit="sq um"} 1620
chip_impl_metric{name="firstDrtPassIters",unit=""} 4
chip_impl_info{name="timing.critical_path.mode_cell",value="a311oi_2"} 1
chip_impl_metric{name="globalRouteOverflowTotal",unit=""} 0
chip_impl_info{name="hold_path_class",value="flop to flop"} 1
chip_impl_metric{name="detail_route.iter0.violations",unit=""} 57
chip_impl_metric{name="layout-area-overhead-vs-synth",unit="%"} 39.3
chip_impl_metric{name="final-max-slew-violation-count",unit=""} 0
chip_impl_metric{name="numSynthFlops",unit=""} 16
chip_impl_metric{name="placed_cells",unit=""} 225
chip_impl_metric{name="timing.fmax",unit="GHz"} 0.270
chip_impl_metric{name="yosysWarningCount",unit=""} 1
chip_impl_metric{name="setup_viol",unit=""} 0
chip_impl_info{name="rsz0062_at_grt",value="no"} 1
chip_impl_metric{name="worst_pin_slew",unit="ps"} 830
chip_impl_metric{name="timing.clock.skew",unit="ps"} 2.89
chip_impl_info{name="final_common_cell",value="clkdlybuf4s50_1"} 1
chip_impl_metric{name="ys_async_rst_share",unit="%"} 0
chip_impl_metric{name="cts_made_buffers",unit=""} 3
chip_impl_info{name="register_containing_the_most_flip_flops_in_the_final_layout",value="reg_1"} 1
chip_impl_metric{name="first_global_vias",unit=""} 1040
chip_impl_metric{name="fin_total_pwr",unit="uW"} 574
chip_impl_metric{name="track_usage",unit="%"} 7.04
chip_impl_metric{name="row_count",unit=""} 25
chip_impl_metric{name="max_fanout_on_critical_path",unit=""} 3
chip_impl_metric{name="hold_viol_final",unit=""} 0
chip_impl_metric{name="post_syn_instances",unit=""} 128
chip_impl_metric{name="post-route-period-util",unit="%"} 50.7
chip_impl_metric{name="post_cts_buffers",unit=""} 0
chip_impl_metric{name="layoutNonFillerInstCount",unit=""} 229
chip_impl_metric{name="vias",unit=""} 1004
chip_impl_metric{name="clock-sinks",unit=""} 16
chip_impl_metric{name="die_y",unit="microns"} 90
chip_impl_metric{name="ys_seq_share",unit="%"} 27.6
chip_impl_metric{name="stage_log_warnings",unit=""} 25
chip_impl_metric{name="final_routed_drc_violation_total",unit=""} 0
chip_impl_info{name="crit_path_end_kind",value="flop"} 1
chip_impl_metric{name="edf_count",unit=""} 0
chip_impl_metric{name="htree_levels",unit=""} 1
chip_impl_metric{name="critical_path_buf_inv_count",unit=""} 1
chip_impl_metric{name="cell_area_after_technology_mapping",unit="sq um"} 1160
chip_impl_metric{name="port_buffers",unit=""} 33
chip_impl_metric{name="ant_nets",unit=""} 0
chip_impl_info{name="critical-path-top-delay-family",value="AND-OR/OR-AND gates"} 1
chip_impl_metric{name="yosys_cells",unit=""} 128
chip_impl_metric{name="post_route_setup_tns",unit="ps"} 0
chip_impl_metric{name="routedWlPerCell",unit="microns"} 12.1
chip_impl_info{name="setup.worst_path.class",value="input pin to flop"} 1
chip_impl_metric{name="min_tclk_post_route",unit="ps"} 3700
chip_impl_metric{name="final_layout_size_suffix_gt1_share",unit="%"} 9.88
chip_impl_metric{name="arrival",unit="ps"} 3840
chip_impl_metric{name="core_util_floorplan",unit="%"} 24.6
chip_impl_info{name="mostFrequentLayoutCells",value="clkdlybuf4s50_1 (33), nor2_1 (16), dfxtp_1 (16)"} 1
chip_impl_metric{name="vias_per_cell",unit=""} 4.38
chip_impl_metric{name="utilization",unit="%"} 34.3
chip_impl_metric{name="cts_resizes",unit=""} 0
worst register-to-register path, delay by kind of cell, from the launching register on:
family | cells | cell delay (ps)
flip-flops | 1 | 320
AND-OR/OR-AND | 3 | 870
adder cells (fa/ha/maj) | 2 | 620
multiplexers | 1 | 340
AND/OR/NAND/NOR | 1 | 120
cells in the mapped netlist (3+ instances only):
| cell type | n | share of area [%] |
|---|---|---|
| nand2_1 | 6 | 1.9 |
| mux2_2 | 3 | 2.9 |
| nor2_1 | 16 | 5.2 |
| mux2_1 | 3 | 2.9 |
| o21ai_0 | 4 | 1.7 |
| a21o_1 | 7 | 4.5 |
| xnor2_1 | 3 | 2.3 |
| a21oi_1 | 11 | 4.7 |
| nor3_1 | 4 | 1.7 |
| xor2_1 | 4 | 3.0 |
| dfxtp_1 | 16 | 28 |
| nor2b_1 | 9 | 4.8 |
| ha_1 | 15 | 16 |
through the flow:
stage	hold slack (ps)	setup slack (ps)
after CTS	609	3590
after global routing	677	3500
final	601	3600
after global placement	585	3350
after detailed placement	584	3330
after floorplan	524	3880
power by group:
group | internal [mW] | switching, mW
combinational | 0.195 | 0.155
sequential | 0.123 | 0.0177
clock | 0.0479 | 0.0351
total | 0.366 | 0.208
kinds of logic (layout without fill, tap and decap cells):
group	count (synthesis)	in the layout	synth area share [%]
AND/OR/NAND/NOR	41	41	17.3
XOR/XNOR	7	7	5.28
flip-flops	16	16	27.6
adder cells (fa/ha/maj)	16	16	17.9
buffers and inverters	3	37	1.08
multiplexers	6	6	5.82
AND-OR/OR-AND	39	39	25.0
final cells by class:
class | instances | area [sq um]
Sequential cell | 16 | 320
Timing Repair Buffer | 33 | 330
Clock buffer | 4 | 55.1
Multi-Input combinational cell | 109 | 828
Tap cell | 67 | 83.8
Fill cell | 506 | 3110
metal layers:
| metal | global-route usage (%) | wire (microns) | vias to the layer above |
|---|---|---|---|
| met5 | 0 | 0 | - |
| met4 | 0.796 | 22 | 0 |
| met3 | 2.26 | 167 | 2 |
| met2 | 9.93 | 1130 | 21 |
| met1 | 10.5 | 1450 | 435 |
| li1 | - | - | 546 |
final timing paths:
path	from	to	depth (start not counted)	slack [ps]
worst max register to register	reg_1[0]$_SDFF_PP0_	reg_1[10]$_SDFF_PP0_	7	4920
worst min-delay path	reg_1[0]$_SDFF_PP0_	reg_1[0]$_SDFF_PP0_	2	600
worst max-delay path	in[0]	reg_1[10]$_SDFF_PP0_	8	3600
worst min register to register	reg_1[0]$_SDFF_PP0_	reg_1[0]$_SDFF_PP0_	2	600
Power is estimated from default activity; no workload was simulated.
